## flow/design.v

```verilog
module TFF0 (
data  ,  
clk   ,  
reset ,  
q        
);
input data, clk, reset ; 
output q;
reg q;
always @ ( posedge clk or posedge reset)
if (reset) begin
  q <= 1'b0;
end else if (data) begin
  q <= !q;
end
endmodule
module clk_divider(clock, rst, clk_in);
input clock, rst;
output clk_in;
wire [18:0] din;
wire [18:0] clkdiv;
DFF0 dff_inst0(
    .data_in(din[0]),
	 .clock(clock),
	 .reset(rst),
    .data_out(clkdiv[0])
);
genvar i;
generate
for (i = 1; i < 19; i=i+1) 
	begin : dff_gen_label
		 DFF0 dff_inst (
			  .data_in (din[i]),
			  .clock(clkdiv[i-1]),
			  .reset(rst),
			  .data_out(clkdiv[i])
		 );
		 end
endgenerate
assign din = ~clkdiv;
assign clk_in = clkdiv[18];
endmodule
module DFF0(data_in,clock,reset, data_out);
input data_in;
input clock,reset;
output reg data_out;
always@(posedge clock)
	begin
		if(reset)
			data_out<=1'b0;
		else
			data_out<=data_in;
	end	
endmodule
module halfAdder(x, y, sum, carry);
input[3:0] x, y;
output sum, carry;
assign sum = x^y;
assign carry = x&y;
endmodule
module RCA(x, cin, sum);
input [3:0] x;
input cin;
output [3:0]sum;
wire s1, c1, c2, c3, c4;
halfAdder HA1(x[0], cin, sum[0], c1);
halfAdder HA2(x[1], c1, sum[1], c2);
halfAdder HA3(x[2], c2, sum[2], c3);
halfAdder HA4(x[3], c3, sum[3], c4);
endmodule
module BCD_display(a,b,c,d,e,f,g, A, B, C, D);
input A, B, C, D;
output a, b, c, d, e, f, g;
assign a = B&~C&~D | ~A&~B&~C&D;
assign b = B&(C^D);
assign c = ~B&C&~D;
assign d = ~B&~C&D | B&~(C^D);
assign e = D | (B&~C);
assign f = C&D | ~B&C | ~A&~B&D;
assign g = (~A&~B&~C)|(B&C&D);
endmodule
module count10(clock, inc, reset, count, count_eq_9);
input clock, inc, reset;
output [3:0] count;
output count_eq_9;
wire f, w1, w2;
wire [3:0] rcaout;
DFF0 DFF1(rcaout[0],clock, w2, count[0]);
DFF0 DFF2(rcaout[1],clock, w2, count[1]);
DFF0 DFF3(rcaout[2],clock, w2, count[2]);
DFF0 DFF4(rcaout[3],clock, w2, count[3]);
RCA RCA1(count, inc, rcaout);
assign count_eq_9 = (count == 4'b1001)?1:0;
and g1 (w1, count_eq_9, inc);
or g2 (w2, reset, w1);
endmodule
module count6(clock, inc, reset, count, count_eq_9);
input clock, inc, reset;
output [3:0] count;
output count_eq_9;
wire f, w1, w2;
wire [3:0] rcaout;
DFF0 DFF1(rcaout[0],clock, w2, count[0]);
DFF0 DFF2(rcaout[1],clock, w2, count[1]);
DFF0 DFF3(rcaout[2],clock, w2, count[2]);
DFF0 DFF4(rcaout[3],clock, w2, count[3]);
RCA RCA1(count, inc, rcaout);
assign count_eq_9 = (count == 4'b0101)?1:0;
and g1 (w1, count_eq_9, inc);
or g2 (w2, reset, w1);
endmodule
module Stopwatch(clock, inc, reset, data, a1, a2, a3, a4, b1, b2, b3, b4, c1, c2, c3, c4, d1, d2, d3, d4, e1, e2, e3, e4, f1, f2, f3, f4, g1, g2, g3, g4);
input clock, inc, reset, data;
output a1, b1, c1, d1, e1, f1, g1;
output a2, b2, c2, d2, e2, f2, g2;
output a3, b3, c3, d3, e3, f3, g3;
output a4, b4, c4, d4, e4, f4, g4;
wire clk_out, ceq1, ceq2, ceq3, ceq4, Q;
wire w1, w2, w3;
wire [3:0] O1, O2, O3, O4;
clk_divider CLK_divider(clock, reset, clk_out);
count10 count1(clk_out, Q, reset, O1, ceq1);
count10 count2(clk_out, w1, reset, O2, ceq2);
count10 count3(clk_out, w2, reset, O3, ceq3);
count6 count4(clk_out, w3, reset, O4, ceq4);
BCD_display display1(a1, b1, c1, d1, e1, f1, g1, O1[3], O1[2], O1[1], O1[0]);
BCD_display display2(a2, b2, c2, d2, e2, f2, g2, O2[3], O2[2], O2[1], O2[0]);
BCD_display display3(a3, b3, c3, d3, e3, f3, g3, O3[3], O3[2], O3[1], O3[0]);
BCD_display display4(a4, b4, c4, d4, e4, f4, g4, O4[3], O4[2], O4[1], O4[0]);
TFF0 tff0(1'b1, data, reset, Q);
and p1(w1, ceq1, Q);
and p2(w2, ceq2, w1);
and p3(w3, ceq3, w2);
endmodule
```

## flow/run.sh

```bash
#!/bin/bash
# OpenROAD 26Q1-2900-gdf79404cd8, Yosys 0.63+post, stock flow scripts
make -C /OpenROAD-flow-scripts/flow DESIGN_CONFIG=/design/flow/config.mk WORK_HOME=/design/flow/orfs finish
```

## flow/config.mk

```make
export PLATFORM = sky130hd
export DESIGN_NAME = Stopwatch
export DESIGN_NICKNAME = Stopwatch
export VERILOG_FILES = /design/flow/design.v
export SDC_FILE = /design/flow/constraint.sdc
export NUM_CORES = 4
export LEC_CHECK = 1
export CORE_UTILIZATION = 30
```

## flow/constraint.sdc

```tcl
current_design Stopwatch

set clk_period 1.0
set clk_io_pct 0.2

create_clock -name clk0 -period $clk_period [get_ports {clock}]
create_clock -name clk1 -period $clk_period [get_ports {data}]

set non_clock_inputs [all_inputs -no_clocks]
set_input_delay [expr $clk_period * $clk_io_pct] -clock clk0 $non_clock_inputs
set_output_delay [expr $clk_period * $clk_io_pct] -clock clk0 [all_outputs]
```

==> metrics.yaml <==
ir_worst_vdd_uv: 89.4
regArea_um2: 726
synth_cells: 169
die-height_um: 76.0
setup_viol: 0
cts_resized: 0
gp_congestion: 0.742
met3_length_um: 128
drt_pass1_iterations: 3
wl_met2_um: 976
ys_types: 25
post-synth-top-area-fraction_pct: 42.7
async_flop_share_pct: 2.78
end_kind: "register"
grtUsageTotal_pct: 8.87
warnings: 35
seqPwrFrac_pct: 70.7
fin_tns_setup_ns: 0
yosys_warnings: 10
grt_pass1_vias: 938
finClkSkew_ns: 0
worst_ep_arrival_time_ns: 0.73
unclocked_pins: 34
final-max-slew-violation-count: 0
grt_max_degree: 32
dieArea_um2: 5770
synth_seq_share_pct: 44.2
utilization_pct: 38.7
hold_viol: 0
fp_util_pct: 31.7
area_growth_pct: 21.9
crit_buf_inv: 1
crit_slowest_cell: "clkdlybuf4s50_1"
startpoint_type: "input pin"
ys.flop_type: "dfxtp_1"
rsz0062_at_grt: "false"
antenna_left: 0
chipWidth_um: 76.0
port_buffers: 29
powerDensity_nw_per_um2: 68.5
placed_area_um2: 2000
wl_met1_um: 1420
cp_top_family: "buffers and inverters"
common_cells: "dfxtp_1, nor2_1, ha_1"
avgSynthCellArea_um2: 9.71
grt_pass1_wl_um: 4340
power_switching_w: 0.0000280
drt-total-wl_um: 2540
fp-row-count: 26
ys_cells: 169
viasPerCell: 4.30
untimed_endpoints: 62
core-area_um2: 5170
netlist_area_um2: 1640
cts.reportedPaths.clkPinSlew_ns: 0
num_vias: 1127
relSlewSlack_pct: 67.4
cts.hold.buffers_added: 0
tightest_slew_ns: 0.489
status: "finished clean"
p_sw_share_pct: 20.5
p_int_w: 0.000109
num_antenna_cells: 0
drc: 0
pwr-share-comb_pct: 29.3
worstPathRequired_ns: 0.88
crit_fanout: 2
yosys_area_um2: 1640
drive_above_1_share_pct: 4.17
ios: 32
drtIter0Drc: 56
antenna_found_initial: 1
synth_top_cell_by_count: "dfxtp_1"
logic_area_um2: 852
topCellsByArea: "dfxtp_1, ha_1, nor2_1"
numSynthFlops: 36
cts_setup_buffers: 0
power_frac_clock_pct: 0
hp-class: "register to register"
p_leak_nw: 0.885
yosys.area.top_type: "dfxtp_1"
overflow: 0
final_area_um2: 2000
whs_ns: 0.397
edf_count: 0
crit_type: "input pin to register"
cp_cell_sequence: "clkdlybuf4s50_1 > nor2_1"
top_layer_used: "met5"
max_stage_delay_ns: 0.48
post_drt_wl_per_cell_um: 9.70
filler_cell_count: 513
hpwl_um: 1930
cap_violations: 0
==> per-layer routing <==
metal  vias to the layer above  global-route usage [%]
li1                        628                       -
met1                       478                    14.7
met2                        17                    13.3
met3                         2                    1.34
met4                         2                       0
met5                         -                       0
==> sequential cells by signal, indices dropped and copies added, names as in the netlist <==
signal / count
CLK_divider.dff_gen_label.dff_inst.data_out: 18
CLK_divider.dff_inst0.data_out: 1
count1.DFF1.data_out: 1
count1.DFF2.data_out: 1
count1.DFF3.data_out: 1
count1.DFF4.data_out: 1
count2.DFF1.data_out: 1
count2.DFF2.data_out: 1
count2.DFF3.data_out: 1
count2.DFF4.data_out: 1
count3.DFF1.data_out: 1
count3.DFF2.data_out: 1
count3.DFF3.data_out: 1
count3.DFF4.data_out: 1
count4.DFF1.data_out: 1
count4.DFF2.data_out: 1
count4.DFF3.data_out: 1
count4.DFF4.data_out: 1
tff0.q: 1
==> power by group through the flow <==
stage | Combinational, W | Clock (W) | Sequential [W]
CTS | 0.0000410 | 0 | 0.0000970
finish | 0.0000401 | 0 | 0.0000969
global route | 0.0000479 | 0 | 0.0000978
==> layout make-up <==
type | instances | area share, %
Timing Repair Buffer | 30 | 14.9
Inverter | 10 | 1.88
Tap cell | 70 | 4.38
Sequential cell | 36 | 36.3
Multi-Input combinational cell | 116 | 42.6
==> final timing paths <==
kind                                                start                              to  slack, ns  depth (start not counted)
max in group asynchronous                           reset                          tff0.q       0.19                          3
min in group asynchronous                           reset                          tff0.q       0.68                          3
hold / removal             CLK_divider.dff_inst0.data_out  CLK_divider.dff_inst0.data_out       0.40                          1
min in group clk1                                  tff0.q                          tff0.q       0.50                          1
setup / recovery                                    reset  CLK_divider.dff_inst0.data_out       0.15                          2
setup reg to reg                                   tff0.q                          tff0.q       0.43                          1
hold reg to reg            CLK_divider.dff_inst0.data_out  CLK_divider.dff_inst0.data_out       0.40                          1
max in group clk1                                  tff0.q                          tff0.q       0.43                          1
==> per-stage QoR <==
stage          instances  worst slack (ns)  power (W)
2_1_floorplan        169             0.358   0.000125
3_3_place_gp         262             0.150   0.000137
3_5_place_dp         262             0.152   0.000138
4_1_cts              262             0.147   0.000138
5_1_grt              262            0.0896   0.000146
6_report             262             0.152   0.000137
==> cell families after synthesis <==
| group | after synthesis | share of synthesized area [%] |
|---|---|---|
| and+or+nand+nor | 68 | 24.4 |
| DFF | 36 | 44.2 |
| muxes | 1 | 0.610 |
| adders and majority gates | 19 | 14.5 |
| xor gates and xnor gates | 4 | 2.13 |
| buffers and inverters | 17 | 3.89 |
| AOI/OAI and AO/OA | 24 | 10.3 |
==> cell usage in the layout, fill, tap and decap left out, drive strengths merged, types with 4 or more instances in the layout <==
cell type       n
dfxtp          35
nand3b          4
nor3b          11
clkdlybuf4s50  29
a21o            4
inv            10
a21oi           5
and3            4
o31ai           7
nand2           4
nor3            8
ha             19
nor2           27
nand3           4
o21bai          4
nor2b           4
Power and IR drop assume default switching activity.
